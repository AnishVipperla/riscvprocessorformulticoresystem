==> design/flow/design.v <==
module ID_Register2 (
    input clk,
    input [4:0] rs1_address_i,
    input [4:0] rs2_address_i,
    input [31:0] inst_CCD_i,
    input [31:0] imm_decode_i,
    output reg [4:0] rs1_address_o,
    output reg [4:0] rs2_address_o,
    output reg [31:0] inst_CCD_o,
    output reg [31:0] imm_decode_o
);
always @ (posedge clk)
begin
    rs1_address_o <= rs1_address_i;
    rs2_address_o <= rs2_address_i;
    inst_CCD_o    <= inst_CCD_i;
    imm_decode_o  <= imm_decode_i;
end
endmodule
==> design/flow/run.sh <==
#!/bin/bash
# OpenROAD 26Q1-2900-gdf79404cd8, Yosys 0.63+post, stock flow scripts
make -C /OpenROAD-flow-scripts/flow DESIGN_CONFIG=/design/flow/config.mk WORK_HOME=/design/flow/orfs finish
==> design/flow/config.mk <==
export PLATFORM = sky130hd
export DESIGN_NAME = ID_Register2
export DESIGN_NICKNAME = ID_Register2
export VERILOG_FILES = /design/flow/design.v
export SDC_FILE = /design/flow/constraint.sdc
export NUM_CORES = 4
export LEC_CHECK = 1
export CORE_AREA = 10 10 105 105
export DIE_AREA = 0 0 115 115
==> design/flow/constraint.sdc <==
current_design ID_Register2

set clk_period 1.0
set clk_io_pct 0.2

create_clock -name clk0 -period $clk_period [get_ports {clk}]

set non_clock_inputs [all_inputs -no_clocks]
set_input_delay [expr $clk_period * $clk_io_pct] -clock clk0 $non_clock_inputs
set_output_delay [expr $clk_period * $clk_io_pct] -clock clk0 [all_outputs]
==> impl_metrics.tcl <==
# yosys + openroad results
set metrics [dict create \
    dieArea_um2 13230 \
    yosys.cell_types.count 1 \
    finish.utilization 0.3365 \
    wirelength_um 5278 \
    warnings 30 \
    drive_gt1_frac 0.4076 \
    core_um2 8763 \
    postCtsHoldBufs 0 \
    ir_drop_uv 744.8 \
    hold_path_class "in2reg" \
    fin_crit_ns 0.9680 \
    yosysChipArea_um2 1481 \
    aoi_share 0 \
    ys_cells 74 \
    antenna_found_initial 0 \
    maxCapViolCount 0 \
    fin_crit_sh 0.9680 \
    logic_area_um2 0 \
    ys_sh_mux 0 \
    finalSetupTns_ns 0 \
    area_growth_pct 99.07 \
    critPathCapture "inst_CCD_o[20]" \
    grt_max_degree 15 \
    crit_required_ns 0.80 \
    cp.arrival_ns 0.77 \
    drt-vias-per-instance 3.231 \
    grt_pass1_wl_um 7797 \
    synth_adder_area_share 0 \
    slowest_delay_ns 0.33 \
    worstPathCellList "buf_6" \
    grt_overflow 0 \
    finalMaxSlewViolations 0 \
    cts_buffers 9 \
    leakage_nw 1.303 \
    placed_area_um2 3098 \
    yosysWarningCount 1 \
    logic_gates 0 \
    crit_cells 1 \
    place.gp.congestion 0.6887 \
    final_area_um2 2949 \
    rows 34 \
    rsz0062_at_grt "yes" \
    cp_max_fo 1 \
    worst-setup-path-type "reg2out" \
    status "completed" \
    xor_share 0 \
    max_slew_margin 0.9319 \
    crit_start "inst_CCD_o[20]" \
    first_iter_violations 18 \
    finalHoldViolCount 0 \
    io_pins 149 \
    die_width_um 115 \
    drc 0 \
    layout_top_cells "clkdlybuf4s50_1 (74), buf_2 (72), dfxtp_1 (66), clkbuf_8 (9), dfxtp_2 (8)" \
    ys_sh_simple 0 \
    cts_root_buf "clkbuf_8" \
    clock.fmax_ghz 1.033 \
    syn-cell-area_um2 1481 \
    htreeDepth 3 \
    hpwl_um 4515 \
    port-buffer-count 148 \
    grt_usage 0.07831 \
    timing.critical_path.slowest_stage_cell "dfxtp_2" \
    clk_pin_slew_ns 0.08 \
    antenna_cells 0 \
    fp.dieH_um 115 \
    cp_top_family "flip-flops" \
    cts_sinks 74 \
    lay_top_count "clkdlybuf4s50_1" \
    cts_tree "done" \
    ys_ff 74 \
    worst_setup_path_start_kind "register" \
    cts_max_path_buffers 2 \
    drt_pass1_iterations 2 \
    tightestPinTransition_ns 0.1021 \
    post_drt_wl_per_cell_um 15.25 \
    finalSetupViolations 0 \
    grt_pass1_vias 1319 \
    ys_seq_share 1.000 \
    initial_core_util 0.1690 \
    power.density_nw_per_um2 1985 \
    netlist_instances 74 \
    critPathBufInv 1 \
    avgSynthCellArea_um2 20.02 \
    end_kind "primary output" \
    num_vias 1118 \
    drtAntennaViolNets 0 \
]
## flip-flops by register name, indices dropped and copies added (netlist names)
register and count:
imm_decode_o 32, inst_CCD_o 32, rs1_address_o 5, rs2_address_o 5
## per-layer routing
layer	global-route usage	vias to the layer above	routed length, µm	part of all wire
met5	0	-	0	0
met1	0.08487	482	1869	0.35
li1	-	543	-	-
met3	0.06276	6	851	0.16
met2	0.1205	87	2478	0.47
met4	0.01155	0	78	0.015
## report_power, final
group / leakage [nW] / total (mW) / switching (mW) / internal [mW]
logic: 0.585 / 0.422 / 0.0726 / 0.349
clock network: 0.0939 / 2.30 / 1.12 / 1.18
registers: 0.625 / 3.14 / 0.0309 / 3.10
## final cells by class
type	count	area (µm²)
clock inverter	6	71.32
fill	894	5814
sequential	74	1491
clock buffer	10	127.6
timing repair buffer	148	1124
tap	108	135.1
## synth_stat cells (all sizes together)
cell type | number | share of area
dfxtp | 74 | 1.0
## worst min path at each step
stage | startpoint | to | slack (ns) | depth (start not counted)
after CTS | imm_decode_i[29] | imm_decode_o[29] | 0.27 | 1
after global routing | inst_CCD_i[10] | inst_CCD_o[10] | 0.26 | 1
final | imm_decode_i[29] | imm_decode_o[29] | 0.29 | 1
## metrics by stage
stage	hold slack [ns]	cells	setup slack (ns)	power, mW
after detailed placement	0.6516	330	-0.02866	3.790
after global placement	0.6488	330	-0.008057	3.787
after CTS	0.2666	346	-0.003215	5.993
after global routing	0.2559	346	-0.02612	6.176
final	0.2894	346	0.03196	5.855
after floorplan	0.2277	74	0.5385	3.167
## logic make-up (layout without fill, tap and decap cells)
family,after synthesis,after routing
buf+inv,0,164
flops,74,74
## repair_timing
action | 4_1_cts | 5_1_grt
setup endpoints to repair | 74 | 29
resized | 237 | 3
setup buffers | 0 | 0
pin swaps | 0 | 0
Power is estimated from default activity; no workload was simulated.
