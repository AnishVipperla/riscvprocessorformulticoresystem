--- /design/flow/constraint.sdc ---
current_design program_counter

set clk_period 2.6
set clk_io_pct 0.2

create_clock -name clk0 -period $clk_period [get_ports {clk}]

set non_clock_inputs [all_inputs -no_clocks]
set_input_delay [expr $clk_period * $clk_io_pct] -clock clk0 $non_clock_inputs
set_output_delay [expr $clk_period * $clk_io_pct] -clock clk0 [all_outputs]
--- /design/flow/design.v ---
`timescale 1ns/1ps
module program_counter (  
input clk,
input [31:0] ALU_out,
input PC_enable,
input branch,
output reg [10:0] inst_mem_addr    
);
reg [10:0] PC_value;
initial 
begin
    PC_value = 10'b0000000000;
end
always @ (posedge clk)
begin
    if (PC_enable === 1'b1)
    begin
        inst_mem_addr = (branch === 1'b1) ? ALU_out [11:0] : PC_value;
        PC_value = PC_value + 10'b0000000100;
    end
end
endmodule
--- /design/flow/config.mk ---
export PLATFORM = sky130hd
export DESIGN_NAME = program_counter
export DESIGN_NICKNAME = program_counter
export VERILOG_FILES = /design/flow/design.v
export SDC_FILE = /design/flow/constraint.sdc
export NUM_CORES = 4
export LEC_CHECK = 1
export CORE_AREA = 10 10 101 101
export DIE_AREA = 0 0 111 111
--- /design/flow/run.sh ---
#!/bin/bash
# OpenROAD 26Q1-2900-gdf79404cd8, Yosys 0.63+post, stock flow scripts
make -C /OpenROAD-flow-scripts/flow DESIGN_CONFIG=/design/flow/config.mk WORK_HOME=/design/flow/orfs finish
==> results_tabular.tex <==
% Yosys + OpenROAD metrics
\begin{tabular}{lr}
\hline
Metric & Value \\
\hline
\multicolumn{2}{l}{\textbf{STA}} \\
\quad Transition at the pin with the smallest max-transition slack & 0.564 ns \\
\quad Max Slew Vio Count & 0 \\
\quad Fmax & 579 MHz \\
\quad Final worst-path cycle share & 0.664 \\
\quad Total setup violations reported at the end of the flow & 0 \\
\quad Total negative setup slack & 0 ns \\
\quad Hold violation count in the final report & 0 \\
\quad Worst slew margin relative to its limit & 0.623 \\
\quad Maximum clock skew at final layout & 0.00167 ns \\
\quad Min cycle time layout & 1.73 ns \\
\quad Setup repair after global routing missed its margin & false \\
\multicolumn{2}{l}{\textbf{Floorplanning}} \\
\quad Count of standard-cell rows & 33 \\
\quad Top-level port count & 46 \\
\quad Core box area & 8130 um\^{}2 \\
\quad Die area & 12,300 um\^{}2 \\
\quad Width of the die & 111 um \\
\quad Die height & 111 um \\
\quad Pre-placement core utilization & 0.105 \\
\multicolumn{2}{l}{\textbf{Critical path}} \\
\quad Count of cells along the worst register-to-register path & 4 \\
\quad Critical path's slowest cell & clkdlybuf4s50\_1 \\
\quad Setup slack, reg-to-reg & 1.24 ns \\
\quad Arrival time of data at the critical path endpoint & 1.74 ns \\
\quad Crit-path cells & clkdlybuf4s50\_1 -> mux2\_2 \\
\quad Source of the critical timing path & branch \\
\quad Kind of cell adding the most delay to the critical path & buffers and inverters \\
\quad Buffers plus inverters on the worst setup path & 1 \\
\quad Crit-path max cell delay & 0.83 ns \\
\quad Startpoint Class & input pin \\
\quad Maximum fanout along the worst path & 13 \\
\quad Worst setup endpoint & inst\_mem\_addr[3] \\
\quad Reg-to-reg endpoint & PC\_value[10] \\
\quad CP Depth & 2 \\
\quad Required time at the endpoint of the critical path & 2.61 ns \\
\quad Reg-to-Reg Start & PC\_value[3] \\
\quad Class of the most critical setup path & input pin to flip-flop \\
\quad Critical path endpoint category & flip-flop \\
\multicolumn{2}{l}{\textbf{Layout}} \\
\quad Fill cells & 889 \\
\quad Non-filler instance count after layout & 187 \\
\quad Layout overhead on the synthesized area & 52.4\% \\
\quad Final Util & 0.159 \\
\quad Proportion of layout cells with a drive suffix above 1 & 0.0854 \\
\multicolumn{2}{l}{\textbf{Routing}} \\
\quad Aggregate routed wire length & 1860 um \\
\quad Post-detailed-route DRC marker count & 0 \\
\quad DRT Pass-1 Iters & 4 \\
\quad Via-to-Cell Ratio & 2.74 \\
\quad Initial DRC count & 24 \\
\quad Via count of the routed design & 513 \\
\quad Routed WL per cell & 9.96 um \\
\quad Post-DRT Antenna Nets & 0 \\
\quad Antenna diodes & 0 \\
\multicolumn{2}{l}{\textbf{Clock network}} \\
\quad Root buffer cell & clkbuf\_8 \\
\quad Number of hold-repair buffers added at the cts stage & 0 \\
\quad Clock input transition at the sequential cells of the worst setup and hold paths & 0.08 ns \\
\quad Clock Latency Late Sink & 0.26 ns \\
\quad TritonCTS sink count & 20 \\
\quad Number of buffers created by CTS & 3 \\
\quad Buffer depth of the longest clock path & 2 \\
\quad Post-CTS Setup Repair Bufs & 0 \\
\quad Number of instances resized during post-cts repair & 0 \\
\quad CTS tree & done \\
\quad Depth of the CTS H-tree & 1 \\
\multicolumn{2}{l}{\textbf{Place}} \\
\quad IO Port Bufs & 24 \\
\quad Detailed placement HPWL & 1390 um \\
\quad Post-Place Cells & 183 \\
\quad Final RePlAce weighted congestion & 0.717 \\
\multicolumn{2}{l}{\textbf{Synthesis}} \\
\quad Adder-cell area share of the yosys netlist & 0.0147 \\
\quad Cell area after technology mapping & 851 um\^{}2 \\
\quad Cell count after synthesis & 54 \\
\quad Area fraction in and, or, nand and nor cells & 0.0882 \\
\quad Seq cells post-synth & 20 \\
\quad Area share of and-or/or-and cells after synthesis & 0.0118 \\
\quad Portion of the post-synthesis area used by sequential elements & 0.706 \\
\quad Number of cells in the yosys synthesis report & 54 \\
\quad Share of the synthesized netlist area taken by xor and xnor gates & 0.0721 \\
\quad Mux contribution to synthesized area & 0.0926 \\
\quad Number of library cell types mapped by synthesis & 16 \\
\quad Number of warnings printed during yosys synthesis & 1 \\
\quad Avg Synthesized Cell Area & 15.8 um\^{}2 \\
\quad Largest non-sequential cell family by area & multiplexers \\
\quad Yosys-reported design area after synthesis & 851 um\^{}2 \\
\multicolumn{2}{l}{\textbf{Global route}} \\
\quad Via count of the first global-routing pass & 511 \\
\quad Maximum number of pins on one net before global-route repair & 21 \\
\quad Global routing usage summed across all routing layers & 0.0287 \\
\quad First-pass GRT wire length & 2870 um \\
\quad Number of antenna violations at the first check in global routing & 0 \\
\quad Global route overflow & 0 \\
\multicolumn{2}{l}{\textbf{Status}} \\
\quad Status & finished clean \\
\multicolumn{2}{l}{\textbf{Power and ir drop}} \\
\quad Leakage dissipation & 0.428 nW \\
\quad PD cells & 618 nW/um\^{}2 \\
\quad Worst IR drop on VDD & 153 uV \\
\multicolumn{2}{l}{\textbf{Flow run}} \\
\quad Reported max-cap violation count & 0 \\
\quad Number of warnings in the stage logs & 46 \\
\multicolumn{2}{l}{\textbf{Hold path}} \\
\quad Path class of the lowest-slack min-delay path & flip-flop to flip-flop \\
\hline
\end{tabular}
==> kinds of logic (layout without fill, tap and decap cells) <==
kind of cell	count (synthesis)	after routing
fa+ha+maj	1	1
xor+xnor	7	7
mux	7	7
flops	20	20
buf+inv	3	31
simple gates	14	14
compound gates	2	2
==> where the power goes <==
part | switching [W] | internal, W
combinational | 0.0000258 | 0.0000563
clock | 0.000107 | 0.000205
sequential | 0.0000178 | 0.000389
==> final cells by class <==
cell class                      count  area [um^2]  area share
Sequential cell                    20          601       0.463
Tap cell                          105          131       0.101
Multi-Input combinational cell     31          238       0.183
Inverter                            2         7.51     0.00579
Clock inverter                      1         30.0      0.0232
Clock buffer                        3         41.3      0.0319
Timing Repair Buffer               25          248       0.191
==> metrics by stage <==
stage / hold slack, ns / worst slack (ns) / instance area [um^2] / power [W]
2_1_floorplan: 0.542 / 1.34 / 851 / 0.000437
3_3_place_gp: 0.564 / 0.582 / 1220 / 0.000498
3_5_place_dp: 0.572 / 0.573 / 1220 / 0.000499
4_1_cts: 0.600 / 0.852 / 1300 / 0.000814
5_1_grt: 0.633 / 0.813 / 1300 / 0.000830
6_report: 0.584 / 0.873 / 1300 / 0.000801
==> layout by cell type (no fill, tap or decap) <==
master	Yosys	final
and2_1	2	2
and4_1	1	1
buf_4	0	1
bufinv_16	0	1
clkbuf_8	0	3
clkdlybuf4s50_1	0	24
edfxtp_1	20	20
ha_1	1	1
inv_1	2	2
mux2_1	6	6
mux2_2	1	1
nand2_1	5	5
nand3_1	3	3
nand4_1	1	1
nor2_1	1	1
nor3_2	1	1
o21ai_1	2	2
xnor2_1	4	4
xor2_1	3	3
==> Yosys cell counts (all sizes together) <==
cell type | count | area, um^2
inv | 2 | 7.51
ha | 1 | 12.5
and4 | 1 | 8.76
o21ai | 2 | 10.0
nor3 | 1 | 10.0
xnor2 | 4 | 35.0
buf | 1 | 5.00
xor2 | 3 | 26.3
mux2 | 7 | 78.8
nand4 | 1 | 6.26
and2 | 2 | 12.5
edfxtp | 20 | 601
nand3 | 3 | 15.0
nand2 | 5 | 18.8
nor2 | 1 | 3.75
==> worst min-delay path by stage <==
stage                         from      endpoint  slack, ns  cells past startpoint
after CTS             PC_value[10]  PC_value[10]       0.60                      1
final                 PC_value[10]  PC_value[10]       0.58                      1
after global routing  PC_value[10]  PC_value[10]       0.63                      1
==> sequential cells by signal (all words and copies together) (netlist names) <==
signal / flops
inst_mem_addr: 11
PC_value: 9
==> per-layer routing <==
layer,vias up,GRT usage,wire [um]
li1,252,-,-
met1,246,0.0342,780
met4,0,0.00868,40
met5,-,0,0
met2,13,0.0472,925
met3,2,0.0104,117
No activity file was given, so power comes from the tool's default toggle rates.
