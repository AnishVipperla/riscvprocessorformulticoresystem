==> flow/constraint.sdc <==
current_design IE_Register4

set clk_period 1.0
set clk_io_pct 0.2

create_clock -name clk0 -period $clk_period [get_ports {clk}]

set non_clock_inputs [all_inputs -no_clocks]
set_input_delay [expr $clk_period * $clk_io_pct] -clock clk0 $non_clock_inputs
set_output_delay [expr $clk_period * $clk_io_pct] -clock clk0 [all_outputs]
==> flow/run.sh <==
#!/bin/bash
# OpenROAD 26Q1-2900-gdf79404cd8, Yosys 0.63+post, stock flow scripts
make -C /OpenROAD-flow-scripts/flow DESIGN_CONFIG=/design/flow/config.mk WORK_HOME=/design/flow/orfs finish
==> flow/design.v <==
module IE_Register4 (
    input clk,
    input reg [31:0] inst_CCD,
    input reg [31:0] imm_decode,
    output reg [31:0] inst_CCD_o,
    output reg [31:0] imm_decode_o
);
always @ (posedge clk)
begin
    inst_CCD_o <= inst_CCD;
    imm_decode_o <= imm_decode;
end
endmodule
==> flow/config.mk <==
export PLATFORM = sky130hd
export DESIGN_NAME = IE_Register4
export DESIGN_NICKNAME = IE_Register4
export VERILOG_FILES = /design/flow/design.v
export SDC_FILE = /design/flow/constraint.sdc
export NUM_CORES = 4
export LEC_CHECK = 1
export CORE_UTILIZATION = 30
==> reports/results.ini <==
[run_status]
outcome=finished, final reports clean

[floorplan]
die.size.y_um=67.4
die_x_um=67.4
die-area_um2=4540
rows=23
initial_utilization_pct=31.6
core_area_um2=4060
ios=129

[timing]
rsz0062_at_grt=no
hold_violations=0
finalCritPeriodShare_pct=93.7
hold_slack_ns=0.316
maxSlewHeadroom_pct=93.2
final_max_slew_viol_count=0
max_freq_mhz=1070
worstMarginPinSlew_ns=0.103
finalSetupTns_ns=0
period_minus_slack_ns=0.937
setup_viol=0

[layout]
finalInstanceArea_um2=2470
logic_gate_count=0
seqCellArea_um2=1280
areaGrowthSynthToFinish_pct=92.7
comb_area_um2=0
post-route-util_pct=60.8
fillers=339
drive_gt1_share_pct=37.0

[synthesis]
synth.distinct_cells=1
yosysSeqAreaShare_pct=100
yosysChipArea_um2=1280
ys_cells=64
synthCells=64
synth_area_um2=1280
avgSynthCellArea_um2=20.0
ys.flops=64
synth_warnings=1

[place]
portBuffers=128
globalplace.congestion=0.709
hpwl_um=2320
place_area_um2=2630

[power_and_ir_drop]
total_power_mw=4.84
max-vdd-ir-drop_mv=1.33
powerDensity_nw_per_um2=1960
leakagePower_nw=1.12

[critical_path]
critical-path-top-delay-family=flip-flops
worstSetupPathType=reg -> out
cp.buffers_inverters=1
cp_data_required_time_ns=0.80
crit_slowest_cell=dfxtp_2
critPathMaxFanout=1
arrival_ns=0.74
crit_path_start_kind=register
cp_slowest_stage_delay_ns=0.31
endpoint_kind=output pin
crit_chain=buf_2

[cts]
clk_transition_reported_paths_ns=0.06
cts_tree=yes
clock-root-buffer=clkbuf_8
ctsLongestPathBuffers=2
cts_setup_buffers=0
htreeDepth=3
cts_sinks=64
numCtsBuffers=9

[route]
antenna_left=0
viasPerCell=3.78
first_iter_violations=36
drt_first_pass_iters=2
vias=976
wl_um=3000
remaining_drc_errors=0
routedWlPerCell_um=11.6
diodes=0

[global_route]
grt_max_degree=10
gr-usage-all-layers_pct=12.9
antenna_found_initial=0
grt_pass1_wl_um=4080
grt_pass1_vias=836
grt_overflow=0

[job]
log.warning_count=26
max-cap-violations=0

[hold_path]
min_path_type=in -> reg

power by group:
part	switching [mW]	internal, mW
Sequential	0.0268	2.69
Combinational	0.0454	0.296
Clock	0.806	0.974
Total	0.879	3.96
worst paths after layout:
path,slack [ns],start,to,cells past startpoint
setup / recovery,0.06,inst_CCD_o[26],inst_CCD_o[26],1
hold / removal,0.32,inst_CCD[30],inst_CCD_o[30],1
cell usage after synthesis:
| master | count | area [um2] |
|---|---|---|
| dfxtp_1 | 64 | 1280 |
stage by stage:
step | setup WS [ns] | cells
after floorplan | 0.538 | 64
after global placement | 0.0322 | 242
after detailed placement | 0.0334 | 242
after CTS | 0.000716 | 258
after global routing | 0.0110 | 258
final | 0.0634 | 258
routing by layer:
metal	part of all wire [%]	global-route usage [%]
met1	34	16.1
met4	2.2	4.79
met3	15	6.85
met2	49	19.4
met5	0	0
cell type report:
class / instances / share of cell area [%]
timing repair buffer: 128 / 38.9
sequential: 64 / 52.1
clock buffer: 16 / 6.49
tap: 50 / 2.53
registers in the layout, indices dropped and copies added, names as in the netlist:
| register | count |
|---|---|
| imm_decode_o | 32 |
| inst_CCD_o | 32 |
cells in the final DEF, fill, tap and decap left out:
cell type / synthesis / final
clkbuf_1: 0 / 6
clkdlybuf4s50_1: 0 / 64
buf_2: 0 / 62
dfxtp_1: 64 / 61
clkbuf_8: 0 / 10
clkbuf_2: 0 / 2
dfxtp_2: 0 / 3
repair_timing:
action	in CTS	in global routing
pin swaps	0	0
setup endpoints to repair	64	2
gates resized	192	3
hold buffers	0	0
logic make-up after synthesis:
logic type,Yosys count,share of synthesized area [%]
flops,64,100
Power figures rest on the tool's default switching activity, not on a simulated workload.
